==> /design/flow/design.v <==
module TERASIC_IRM(
	clk,   
	reset_n,
	irq,
	s_cs_n,
	s_read,
	s_readdata,
	s_write,
	s_writedata,
	ir
);
input			clk;
input			reset_n;
output	reg		irq;
input			s_cs_n;
input			s_read;
output	[31:0]	s_readdata;
input			s_write;
input	[31:0]	s_writedata;
input			ir;
wire data_ready;
reg	pre_data_ready;
always @ (posedge clk or negedge reset_n)
begin
	if (~reset_n)
		pre_data_ready <= 1'b0;
	else
		pre_data_ready <= data_ready;
end
always @ (posedge clk or negedge reset_n)
begin
	if (~reset_n)
		irq <= 1'b0;
	else if (~pre_data_ready & data_ready)
		irq <= 1'b1;
	else if (~s_cs_n & s_write)
		irq <= 1'b0;  
end
IRDA_RECEIVE_Terasic IRDA_RECEIVE_Terasic_inst(
					.iCLK(clk),          
					.iRST_n(reset_n),        
					.iIRDA(ir),         
					.iREAD(~s_cs_n & s_read),         
					.oDATA_REAY(data_ready),	   
					.oDATA(s_readdata)          
					);
endmodule
module IRDA_RECEIVE_Terasic(
					iCLK,          
					iRST_n,        
					iIRDA,         
					iREAD,         
					oDATA_REAY,	   
					oDATA          
					);
parameter IDLE = 2'b00;            
parameter GUIDANCE = 2'b01;        
parameter DATAREAD = 2'b10;        
parameter IDLE_HIGH_DUR      =  262143;   
parameter GUIDE_LOW_DUR      =  230000;   
parameter GUIDE_HIGH_DUR     =  210000;   
parameter DATA_HIGH_DUR      =  41500;	  
parameter BIT_AVAILABLE_DUR  = 20000;     
input iCLK;     
input iRST_n;   
input iIRDA;    
input iREAD;    
output  oDATA_REAY;   
output [31:0] oDATA;  
reg DATA_REAY;              
reg [17:0] idle_count;      
reg idle_count_flag;        
reg [17:0] state_count;     
reg state_count_flag;       
reg [17:0] data_count;      
reg data_count_flag;        
reg [5:0] bitcount;         
reg [1:0] state;            
reg [31:0] DATA;            
reg [31:0] DATA_BUF;        
reg [31:0] oDATA;           
initial
	begin 
		state =  IDLE;      
		DATA_REAY = 1'b0;   
		bitcount = 0;       
		DATA = 0;           
		DATA_BUF = 0;       
		state_count = 0;    
		data_count = 0;     
		idle_count = 0;     
	end
assign oDATA_REAY = DATA_REAY;
always @(negedge iRST_n or  posedge iCLK )	
   begin
	  if(!iRST_n)
		 idle_count <= 0;    
	  else		 
		 begin
		    if( idle_count_flag )     
				idle_count <= idle_count + 1'b1;
			else  
				idle_count <= 0;	   
		 end
   end
always @( negedge iRST_n  or  posedge iCLK)	
   begin
	  if( !iRST_n )
		 idle_count_flag <= 1'b0;    
	   else
	     begin
			   if((state == IDLE) &&(!iIRDA))        
					idle_count_flag <= 1'b1;         
				else                                 
					idle_count_flag <= 1'b0;		 
		 end	  
   end  
always @(negedge iRST_n or  posedge iCLK )	
   begin
	  if(!iRST_n)
		 state_count <= 0;    
	  else		 
		 begin
		    if( state_count_flag )     
				state_count <= state_count + 1'b1;
			else  
				state_count <= 0;	   
		 end
   end	
always @( negedge iRST_n  or  posedge iCLK)	
   begin
	  if( !iRST_n )
		 state_count_flag <= 1'b0;  
	   else
	     begin
			   if((state == GUIDANCE) &&(iIRDA))      
					state_count_flag <= 1'b1;        
				else    
					state_count_flag <= 1'b0;		 
		 end	  
   end  
always @(negedge iRST_n or posedge iCLK ) 
   begin
	   if(!iRST_n)	     
	      state <= IDLE;     
	   else 
	      begin
				if( (state == IDLE) &&(idle_count > GUIDE_LOW_DUR))   
				   state <= GUIDANCE;           
				else if ( state == GUIDANCE )       
				       begin 
				         if( state_count > GUIDE_HIGH_DUR )
				             state <= DATAREAD;
				       end
				     else if(state == DATAREAD)     
				            begin
								if( (data_count >= IDLE_HIGH_DUR ) || (bitcount>= 6'b100001) )
								     state <= IDLE;
	                        end
	                       else
	                          state <= IDLE;  
	      end
   end
always @(negedge iRST_n or  posedge iCLK)	
   begin
	  if(!iRST_n)
		 data_count <= 1'b0;   
	  else
		 begin
		    if(data_count_flag)
				data_count <= data_count + 1'b1;
			else 
				data_count <= 1'b0;   
		 end
   end
always @(negedge iRST_n  or posedge iCLK  )
	begin
	   if(!iRST_n) 
		    data_count_flag <= 0;		        
	   else
	     	begin
			 if(state == DATAREAD)
			   begin
				 if(iIRDA)                 
				     data_count_flag <= 1'b1;   
				 else
				     data_count_flag <= 1'b0;   
			   end
			 else 
			   data_count_flag <= 1'b0;         
	     end
	end	
always @(negedge iRST_n or posedge iCLK )
	begin
	    if( (!iRST_n) )
	        DATA <= 0;       
		else
			begin 
	         if (state == DATAREAD )
			  begin
			     if(data_count >= DATA_HIGH_DUR ) 
			        DATA[bitcount-1'b1] <= 1'b1;  
				 else					
				    begin
				    if(DATA[bitcount-1'b1]==1)
						DATA[bitcount-1'b1] <= DATA[bitcount-1'b1];  
					else
					    DATA[bitcount-1'b1] <= 1'b0;
					end
			  end
			 else
			     DATA <= 0;
		   end	
	end	
always @(negedge iRST_n or posedge iCLK )
begin
    if (!iRST_n)
      bitcount <= 1'b0;   
	else
	  begin
	    if(state == DATAREAD)
			begin
				if( data_count == 20000 )
					bitcount <= bitcount + 1'b1;  
			end   
	    else
	       bitcount <= 1'b0;
	  end
end   
always @(negedge iRST_n or posedge iCLK) 
begin
	if(!iRST_n)
	   DATA_REAY <=1'b0 ;  
    else
       begin
		if(bitcount == 6'b100000)    
		    begin
				if( DATA[31:24]== ~DATA[23:16])
				  begin		
					DATA_BUF <= DATA;    
				 	DATA_REAY <= 1'b1;   
				  end	
				else
				    DATA_REAY <=1'b0 ;   
		    end
		else
		    DATA_REAY <=1'b0 ;           
	   end	
end	
always @(negedge iRST_n or posedge iCLK)
begin
	if(!iRST_n)
		oDATA <= 32'b0000;  
	 else
	 begin   
	    if(iREAD && DATA_REAY)
	       oDATA <= DATA_BUF;   
	 end	 
end	
endmodule
==> /design/flow/run.sh <==
#!/bin/bash
# OpenROAD 26Q1-2900-gdf79404cd8, Yosys 0.63+post, stock flow scripts
make -C /OpenROAD-flow-scripts/flow DESIGN_CONFIG=/design/flow/config.mk WORK_HOME=/design/flow/orfs finish
==> /design/flow/config.mk <==
export PLATFORM = sky130hd
export DESIGN_NAME = TERASIC_IRM
export DESIGN_NICKNAME = TERASIC_IRM
export VERILOG_FILES = /design/flow/design.v
export SDC_FILE = /design/flow/constraint.sdc
export NUM_CORES = 4
export LEC_CHECK = 1
export CORE_UTILIZATION = 50
==> /design/flow/constraint.sdc <==
current_design TERASIC_IRM

set clk_period 6.9
set clk_io_pct 0.2

create_clock -name clk0 -period $clk_period [get_ports {clk}]

set non_clock_inputs [all_inputs -no_clocks]
set_input_delay [expr $clk_period * $clk_io_pct] -clock clk0 $non_clock_inputs
set_output_delay [expr $clk_period * $clk_io_pct] -clock clk0 [all_outputs]
==> ci_impl_report.md <==
## Synthesis and layout report

| Metric | Value |
|---|---|
| Switching portion of total power | 0.201 |
| Peak VDD IR | 0.177 mV |
| OpenROAD warning count | 65 |
| M2 GR Usage | 0.319 |
| CP Data Arrival Time | 4.12 ns |
| Vias in the first global route | 5,122 |
| Synth Area per Inst | roughly 12 sq um |
| Initial antenna violation count | 0 |
| # placed instances | 914 |
| Leak | 4.02 nW |
| Peak Freq | ~260 MHz |
| Vias per cell | ~5.6 |
| H-tree levels | 4 |
| Most frequent CP cell | mux2i_1 |
| GRT Total Usage | 0.206 |
| Area reported by Yosys stat | 8090 sq um |
| RSZ-0062 raised after global routing | no |
| Slew Limit Headroom | 0.498 |
| CTS tree | yes |
| TritonCTS buffer count | 17 |
| Post-route minimum period | slightly below 4 ns |
| Hold_sp | IRDA_RECEIVE_Terasic_inst.DATA_REAY |
| Sw power | 0.410 mW |
| Fraction of layout cells with a size suffix above 1 | 0.136 |
| P&R area growth vs syn | 14.2% |
| Boundary Pins | 71 |
| Sequential Power Share | 0.486 |
| # setup viols final | 0 |
| Post-CTS Resized | 0 |
| Global-route wire length before repair | between 20 and 30 mm |
| R2R depth | 9 |
| CP cell instances | inv_1 -> ha_1 -> mux4_1 -> mux2i_1 -> mux2i_1 -> mux2i_4 -> nor2_1 -> nor3_2 -> a211oi_1 |
| Clock Skews | 0.00897 ns |
| Final estimated routing congestion in global placement | 0.885 |
| Top cells by count | dfrtp_1, and2_1, nand2_1 |
| Pin count of the biggest net entering global routing | 53 |
| Synth top area share | 0.408 |
| Tcrit/Tclk final | 0.560 |
| Crit path DRT | 7.16 ns |
| Area of the core | around 16,000 sq um |
| Grt total ovfl | 0 |
| Max FO, Critical Path | 17 |
| Hold path depth | 0 |
| Routed wire length | 15.3 mm |
| Hold EP | pre_data_ready |
| Final Max Slew Viols | 0 |
| Die ar. | 16,700 sq um |
| Critical-path top delay cell | ha_1 |
| Clock slew at reported path FFs | 0.06 ns |
| Crit start category | flop |
| ANT nets after route | 0 |
| Post-synthesis cell count from yosys | between 600 and 700 |
| PwrDens | 220 nW/um^2 |
| DRT iter0 DRCs | 349 |
| Top cell type by instance count after synthesis | dfrtp_1 |
| Die X | 129 um |
| Sequential share of the synthesized area | 0.527 |
| Root Buffer | clkbuf_16 |
| Drt first pass iters | 4 |
| Hold slack | 0.409 ns |
| Antenna fix cells | 0 |
| Met1 Usage GRT | 0.334 |
| Crit path capture type | flop |
| Setup_tns | 0 ns |
| Post-CTS setup buffers | 0 |
| Die Height | 129 um |
| Clock power frac | 0.503 |
| Fp util | 0.511 |
| WS Path Type | flop to flop |
| Critical path's largest stage delay | approximately 0.78 ns |
| Worst reg-to-reg setup slack | 3.04 ns |
| Cell Type Count | 75 |
| GR peak layer | met1 |
| Total vias in the final route | between 5,000 and 6,000 |
| R2R Path Start | IRDA_RECEIVE_Terasic_inst.bitcount[1] |
| Cell Rows | 46 |
| Comb power frac | 0.011 |
| Outcome | finished clean |
| Synth area leader | dfrtp_1 |
| R2r endpoint | IRDA_RECEIVE_Terasic_inst.DATA[19] |
| DPL Wire Length | 10.0 mm |
| Synth Warn # | 2 |
| Post-synth top flop | dfrtp_1 |
| Hold_buf cts | 0 |
| Wirelength per Cell | 16.1 um |
| Internal power | 1.63 mW |
| Clock sinks | ~160 |
| Late-Pin Clk Latency | between 0.4 and 0.5 ns |
| Top cells, area | dfrtp_1, edfxtp_1, mux2_2 |
| Tightest Pin Transition | 0.749 ns |
| FFs w/ async S/R, synth | 0.805 |
| Post-synth EDFFs | 32 |
| Clock buffer depth | 2 |
| Maxcap violations | 0 |
| Fin cells | 946 |
| Registers, synthesis | 164 |
| Synth Cell Area | 8090 sq um |
| # DRC | 0 |
| Worst min-delay path category | flop to flop |
| PortBufs | 38 |
| GR Layer Usage met3 | 0.0387 |
| Final Hold Violating Endpoints | 0 |
| Post-Syn Instances | 684 |
[flip-flops by register name, indices dropped and copies added (netlist names)]
name	flops
IRDA_RECEIVE_Terasic_inst.state_count	18
irq	1
IRDA_RECEIVE_Terasic_inst.state	2
IRDA_RECEIVE_Terasic_inst.oDATA	32
IRDA_RECEIVE_Terasic_inst.DATA_REAY	1
IRDA_RECEIVE_Terasic_inst.idle_count	18
IRDA_RECEIVE_Terasic_inst.data_count	18
IRDA_RECEIVE_Terasic_inst.state_count_flag	1
IRDA_RECEIVE_Terasic_inst.DATA	32
pre_data_ready	1
IRDA_RECEIVE_Terasic_inst.idle_count_flag	1
IRDA_RECEIVE_Terasic_inst.DATA_BUF	32
IRDA_RECEIVE_Terasic_inst.data_count_flag	1
IRDA_RECEIVE_Terasic_inst.bitcount	6
[through the flow]
step	setup WS [ns]	util	power (mW)	area, sq um
floorplan	3.79	-	1.01	8090
global placement	3.11	0.542	1.03	8580
detailed placement	3.06	0.542	1.03	8580
CTS	3.05	0.583	2.06	9230
global route	2.78	0.583	2.11	9230
finish	3.04	0.583	2.04	9230
[layout by cell type, fill, tap and decap left out, types with 8 or more instances in the layout]
master / instances
buf_4: 8
ha_1: 12
nor3_1: 14
nand2_1: 43
mux2i_1: 9
xor2_1: 21
dfrtp_1: 132
clkdlybuf4s50_1: 37
nand4_1: 14
clkbuf_16: 18
nand3_1: 25
or3_1: 12
mux2_2: 32
inv_1: 19
nor2_1: 31
nor2b_1: 8
o21ai_0: 13
a211oi_1: 12
a21oi_1: 21
edfxtp_1: 32
a32o_1: 12
xnor2_1: 35
and3_1: 13
and2_1: 46
[layer usage]
metal | vias to the layer above | part of all wire
met2 | 100 | 0.48
li1 | 2555 | -
met1 | 2654 | 0.47
met3 | 15 | 0.038
met4 | 0 | 0.014
met5 | - | 0
[worst max path at each step]
stage	start	endpoint	slack (ns)	cells past startpoint
5_1_grt	IRDA_RECEIVE_Terasic_inst.bitcount[1]	IRDA_RECEIVE_Terasic_inst.DATA[15]	2.78	9
6_report	IRDA_RECEIVE_Terasic_inst.bitcount[1]	IRDA_RECEIVE_Terasic_inst.DATA[19]	3.04	9
4_1_cts	IRDA_RECEIVE_Terasic_inst.bitcount[1]	IRDA_RECEIVE_Terasic_inst.DATA[19]	3.05	9
[critical path, delay by kind of cell (launching register included)]
kind | cells | cell delay (ns)
and+or+nand+nor | 2 | 0.69
DFF | 1 | 0.64
muxes | 4 | 1.27
buffers and inverters | 1 | 0.15
adders and majority gates | 1 | 0.78
AOI/OAI and AO/OA | 1 | 0.17
[area by class of cell]
type                            instances  area (sq um)
Timing Repair Buffer                   45           430
Clock buffer                           19           454
Clock inverter                         13           195
Fill cell                            1247          6590
Sequential cell                       164          4260
Multi-Input combinational cell        470          3550
Inverter                               19          71.3
Tap cell                              216           270
[power by group through the flow]
stage	sequential, mW	clock, mW	combinational (mW)
CTS	0.988	1.05	0.0237
global route	0.988	1.09	0.0265
finish	0.989	1.02	0.0221
[logic make-up after synthesis]
group,after synthesis,share of synthesized area
simple gates,246,0.174
mux,50,0.0836
fa+ha+maj,12,0.0186
buf+inv,50,0.0339
flops,164,0.527
xor+xnor,58,0.0647
compound gates,104,0.0983
Power and IR drop assume default switching activity.
