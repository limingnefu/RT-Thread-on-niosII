==> design.v <==
module vga_time_generator(
           clk,
           reset_n,
           h_disp,
           h_fporch,
           h_sync,   
           h_bporch,
           v_disp,
           v_fporch,
           v_sync,   
           v_bporch,
           hs_polarity,
           vs_polarity,
           frame_interlaced,
           vga_hs,
           vga_vs,
           vga_de,
           pixel_i_odd_frame,
           pixel_x,
           pixel_y
);
input       	clk;
input       	reset_n;
input [11:0]	h_disp;
input [11:0]	h_fporch;
input [11:0]	h_sync;   
input [11:0]	h_bporch;
input [11:0]	v_disp;
input [11:0]	v_fporch;
input [11:0]	v_sync;   
input [11:0]	v_bporch;
input			hs_polarity;
input			vs_polarity;
input			frame_interlaced;
output  reg		vga_hs;
output  reg    	vga_vs;
output      	vga_de;
output	reg		pixel_i_odd_frame;
output  reg	[11:0]	pixel_x;
output  reg	[11:0]	pixel_y;
reg [11:0]	h_total;
reg [11:0]	h_total_half;
reg [11:0]	h_pixel_start;
reg [11:0]	h_pixel_end;
reg		  	h_sync_polarity;
reg  	  	vga_h_de;
wire h_de;
wire [11:0] h_valid_pixel_count;
wire h_last_pixel;
assign h_de = (h_counter >= h_pixel_start && h_counter < h_pixel_end)?1'b1:1'b0;
assign h_valid_pixel_count = h_counter - h_pixel_start;
assign h_last_pixel = (h_counter+1 == h_total)?1'b1:1'b0;
reg [11:0]h_counter;
reg	[11:0] h_cur_disp;
always @(posedge clk or negedge reset_n)
begin
	if (!reset_n)
	begin
		h_counter <= 12'h000;
		vga_hs <= hs_polarity?1'b1:1'b0;
		vga_h_de <= 1'b0;
		pixel_x <= 12'hfff;
		h_cur_disp <= 0;
    end
    else if (h_cur_disp != h_disp)
    begin
		h_cur_disp <= h_disp;
		h_total <= h_disp+h_fporch+h_sync+h_bporch;	
		h_total_half <= (h_disp+h_fporch+h_sync+h_bporch ) >> 1;	
		h_pixel_start <= h_sync+h_bporch;
		h_pixel_end <= h_sync+h_bporch+h_disp;
		h_sync_polarity <= hs_polarity;
		h_counter <= 12'h000;
		vga_hs <= hs_polarity?1'b1:1'b0;
		vga_h_de <= 1'b0;
		pixel_x <= 12'hfff;
	end
	else
	begin
		if (!h_last_pixel) 
			h_counter <= h_counter+1'b1;
		else 
			h_counter <= 0;
		if (h_counter < h_sync)
			vga_hs <= h_sync_polarity?1'b1:1'b0;
        else					
			vga_hs <= h_sync_polarity?1'b0:1'b1;
		pixel_x <= (h_de)?h_valid_pixel_count:12'hfff; 
		vga_h_de <= h_de;
    end						
end
reg vga_v_de;
reg [11:0]v_total;
reg [11:0]v_pixel_start;
reg [11:0]v_pixel_end;
reg		  v_sync_polarity;
reg		  v_interlaced;
reg	  	  gen_field1_sync;
reg		  f0_to_f1;
wire [11:0] v_field_total;
wire [11:0] v_field_disp;
wire [11:0] v_valid_line_count;
wire v_de;
assign v_de = (v_counter >= v_pixel_start && v_counter < v_pixel_end)?1'b1:1'b0;
assign v_valid_line_count = v_counter - v_pixel_start;
assign v_field_disp = (frame_interlaced)?(v_disp >> 1):v_disp;
assign v_field_total = v_sync+v_bporch+v_field_disp+v_fporch;
reg [11:0] v_counter;
reg	[11:0] v_cur_disp;
always @(posedge clk or negedge reset_n)
begin
	if (!reset_n)
	begin
		v_counter <= 12'h000;
		vga_vs <= vs_polarity?1'b1:1'b0;
		vga_v_de <= 1'b0;
		pixel_y <= 12'hfff;
		pixel_i_odd_frame <= 1'b0;
		v_cur_disp <= 0;
	end
    else if (v_cur_disp != v_disp)
	begin
		v_cur_disp <= v_disp;
		v_pixel_start <= v_sync+v_bporch;
		v_pixel_end <= v_sync+v_bporch+v_field_disp;
		v_total <= v_field_total; 
		v_sync_polarity <= vs_polarity;
		v_interlaced <= frame_interlaced;
		f0_to_f1 <= 1'b0;
		v_counter <= 12'h000;
		vga_vs <= vs_polarity?1'b1:1'b0;
		vga_v_de <= 1'b0;
		pixel_y <= 12'hfff;
		pixel_i_odd_frame <= 1'b0;
	end
	else if (h_counter == 0 && f0_to_f1)
		f0_to_f1 <= 1'b0;   
	else if (h_counter == h_total_half && (f0_to_f1 || pixel_i_odd_frame))
	begin    
		if (f0_to_f1)
			pixel_i_odd_frame <= 1'b1;
		else	
		begin
			if (v_counter < v_sync)   
				vga_vs <= v_sync_polarity?1'b1:1'b0;
			else					
				vga_vs <= v_sync_polarity?1'b0:1'b1;		
		end		
	end	
	else if (h_counter == 0)
	begin
		if (v_counter+1  < v_total) 
			v_counter <= v_counter+1'b1;
		else 
		begin
			v_counter <= 0;
			if (v_interlaced)
			begin
				if (pixel_i_odd_frame)
					pixel_i_odd_frame <= 1'b0; 
				else	
					f0_to_f1 <= 1'b1;
			end
		end	
	    if (!pixel_i_odd_frame)
	    begin
			if (v_counter < v_sync)
				vga_vs <= v_sync_polarity?1'b1:1'b0;
			else					
				vga_vs <= v_sync_polarity?1'b0:1'b1;
        end					
	    vga_v_de <= v_de;
		if (!v_de)
			pixel_y <= 12'hfff;
		else if (!v_interlaced)
			pixel_y <= v_valid_line_count;
		else if (pixel_i_odd_frame)
			pixel_y <= (v_valid_line_count << 1) + 1;   
		else
			pixel_y <= v_valid_line_count << 1;   
	end
end
assign vga_de = vga_h_de & vga_v_de;
endmodule
module TERASIC_VPG(
        clk,
        reset_n,
		s_cs_n,
		s_write,
		s_writedata,
		s_read,
		s_readdata,
		vga_clk,
		vga_hs,
		vga_vs,
		vga_de,
		vga_r,
		vga_g,
		vga_b
);
parameter SYMBOLS_PER_BEAT   = 1; 
parameter BITS_PER_SYMBOL    = 24;
parameter READY_LATENCY      = 0; 
parameter MAX_CHANNEL        = 0;
parameter H_DISP	         = 640;
parameter H_FPORCH	         = 16;
parameter H_SYNC	         = 96;
parameter H_BPORCH	         = 48;
parameter V_DISP	         = 480;
parameter V_FPORCH	         = 10;
parameter V_SYNC	         = 2;
parameter V_BPORCH	         = 33;
input							clk;
input							reset_n;
input					s_cs_n;
input					s_write;
input		[7:0]		s_writedata;
input					s_read;
output	reg	[7:0]		s_readdata;
input					vga_clk;
output	reg			vga_hs;
output	reg			vga_vs;
output	reg			vga_de;
output	reg	[7:0]	vga_r;
output	reg	[7:0]	vga_g;
output	reg	[7:0]	vga_b;
 always @ (posedge clk or negedge reset_n)
 begin
 	if (!reset_n)
 		vga_pattern <= 3'd0;
 	else if (!s_cs_n & s_write)
 		vga_pattern <= s_writedata;
 	else if (!s_cs_n & s_read)
 		s_readdata <= vga_pattern;
 end
wire			pix_hs;
wire			pix_vs;
wire			pix_de;
wire	[11:0]	pix_x;
wire	[11:0]	pix_y;
vga_time_generator vga_time_generator_instance(
		.clk      (vga_clk),
		.reset_n  (reset_n),
		.h_disp   (H_DISP),
		.h_fporch (H_FPORCH),
		.h_sync   (H_SYNC), 
		.h_bporch (H_BPORCH),
		.v_disp   (V_DISP),
		.v_fporch (V_FPORCH),
		.v_sync   (V_SYNC),
		.v_bporch (V_BPORCH),
		.hs_polarity(1'b0),
		.vs_polarity(1'b0),
		.frame_interlaced(1'b0),
		.vga_hs   (pix_hs),
		.vga_vs   (pix_vs),
		.vga_de   (pix_de),
		.pixel_x  (pix_x),
		.pixel_y ( pix_y),
		.pixel_i_odd_frame() 
);
reg	[2:0]	vga_pattern;
reg 		vga_hs_1;
reg 		vga_vs_1;
reg 		vga_de_1;
reg [23:0]	vga_data_1;
wire [7:0]	video_scale;
assign video_scale = pix_x[7:0];
always @ (posedge vga_clk)
begin
	vga_hs_1 <= pix_hs;
	vga_vs_1 <= pix_vs;
	vga_de_1 <= pix_de;
end
always @ (posedge vga_clk)
begin
	if (!pix_de)
		vga_data_1 <= 24'h000000;
	else if (vga_pattern == 3'd0)
	begin
		if (pix_y < V_DISP/4)
			vga_data_1 <= {8'h00,8'h00,video_scale} ;  
		else if (pix_y < V_DISP/2)
			vga_data_1 <= {8'h00,video_scale,8'h00} ;  
		else if (pix_y < V_DISP*3/4)
			vga_data_1 <= {video_scale,8'h00,8'h00} ;  
		else
			vga_data_1 <= {video_scale,video_scale,video_scale} ;  
	end
	else if (vga_pattern == 3'd1)		
		vga_data_1 <= {8'h00,8'h00,8'hFF} ; 
	else if (vga_pattern == 3'd2)		
		vga_data_1 <= {8'h00,8'hFF,8'h00} ; 
	else if (vga_pattern == 3'd3)		
		vga_data_1 <= {8'hFF,8'h00,8'h00} ; 
	else if (vga_pattern == 3'd4)		
		vga_data_1 <= {8'hFF,8'hFF,8'hFF} ; 
	else if (vga_pattern == 3'd5)		
		vga_data_1 <= {8'h00,8'h00,8'h00} ; 
end
always @ (posedge vga_clk)
begin
	{vga_b,vga_g,vga_r} <= vga_data_1;
	vga_hs <= vga_hs_1;
	vga_vs <= vga_vs_1;
	vga_de <= vga_de_1;
end
endmodule
==> run.sh <==
#!/bin/bash
# OpenROAD 26Q1-2900-gdf79404cd8, Yosys 0.63+post, stock flow scripts
make -C /OpenROAD-flow-scripts/flow DESIGN_CONFIG=/design/flow/config.mk WORK_HOME=/design/flow/orfs finish
==> config.mk <==
export PLATFORM = sky130hd
export DESIGN_NAME = TERASIC_VPG
export DESIGN_NICKNAME = TERASIC_VPG
export VERILOG_FILES = /design/flow/design.v
export SDC_FILE = /design/flow/constraint.sdc
export NUM_CORES = 4
export LEC_CHECK = 1
export CORE_UTILIZATION = 50
==> constraint.sdc <==
current_design TERASIC_VPG

set clk_period 1.0
set clk_io_pct 0.2

create_clock -name clk0 -period $clk_period [get_ports {clk}]
create_clock -name clk1 -period $clk_period [get_ports {vga_clk}]

set non_clock_inputs [all_inputs -no_clocks]
set_input_delay [expr $clk_period * $clk_io_pct] -clock clk0 $non_clock_inputs
set_output_delay [expr $clk_period * $clk_io_pct] -clock clk0 [all_outputs]
==> impl_results.html <==
<h2>Synthesis and place &amp; route</h2>
<table>
<tr><th>Metric</th><th>Value</th></tr>
<tr><th colspan="2">Final layout</th></tr>
<tr><td># fillers</td><td>521</td></tr>
<tr><td>Layout cells sized above 1</td><td>a little under 50%</td></tr>
<tr><td>Layout Utilization</td><td>slightly below 80%</td></tr>
<tr><td>Area Overhead vs Synth</td><td>47.5%</td></tr>
<tr><td>Top cell excl fill/tap</td><td>sky130_fd_sc_hd__buf_4</td></tr>
<tr><td>Highest-count cells in the layout ignoring fill and taps</td><td>117 x sky130_fd_sc_hd__buf_4, 51 x sky130_fd_sc_hd__dfxtp_1, 47 x sky130_fd_sc_hd__nor2_1</td></tr>
<tr><th colspan="2">STA</th></tr>
<tr><td>Slew of the pin with the lowest slew margin</td><td>approximately 0.66 ns</td></tr>
<tr><td>Min setup slack post-route</td><td>-1.04 ns</td></tr>
<tr><td>Max-Slew Margin vs Limit</td><td>a little under three fifths</td></tr>
<tr><td>Final Hold Slack</td><td>-0.0610 ns</td></tr>
<tr><td>Total of endpoints with negative setup slack in the final report</td><td>70</td></tr>
<tr><td>Clock skew after layout</td><td>about 0.013 ns</td></tr>
<tr><td>Final number of hold-violating endpoints</td><td>28</td></tr>
<tr><td>Count of final max-slew check failures</td><td>0</td></tr>
<tr><td>Setup repair after global routing missed its margin</td><td>true</td></tr>
<tr><td>Sum of negative setup slack</td><td>-46.92 ns</td></tr>
<tr><th colspan="2">Route</th></tr>
<tr><td># DRC</td><td>0</td></tr>
<tr><td>Aggregate routed wire length</td><td>roughly 11 mm</td></tr>
<tr><td>Via count</td><td>roughly 3.8k</td></tr>
<tr><td>First-pass detailed-route iteration total</td><td>4</td></tr>
<tr><td>Antenna Diode Count</td><td>0</td></tr>
<tr><td>Ratio of routed vias to standard cells</td><td>roughly 5.3</td></tr>
<tr><td>DR WL/cell</td><td>~15 µm</td></tr>
<tr><td>Number of routed nets with antenna violations</td><td>0</td></tr>
<tr><td>Detailed router's first-iteration violation count</td><td>roughly 150</td></tr>
<tr><th colspan="2">GRT</th></tr>
<tr><td>Tot GR Track Use</td><td>25.1%</td></tr>
<tr><td>Maximum number of pins on one net before global-route repair</td><td>roughly 50</td></tr>
<tr><td>Total congestion overflow</td><td>0</td></tr>
<tr><td>Antenna violations before repair</td><td>0</td></tr>
<tr><td>Global-route wire length before repair</td><td>approximately 17 mm</td></tr>
<tr><td>Via count of the first global-routing pass</td><td>3587</td></tr>
<tr><th colspan="2">Synth</th></tr>
<tr><td>Proportion of netlist area held by the largest area contributor</td><td>approximately 25%</td></tr>
<tr><td>Register bit total from synthesis</td><td>roughly 110</td></tr>
<tr><td>Share of synthesized area occupied by flip-flops and latches</td><td>55.3%</td></tr>
<tr><td>Count of flip-flops with a built-in enable after synthesis</td><td>3</td></tr>
<tr><td>Syn Area/Cell</td><td>just under 10 µm²</td></tr>
<tr><td>Most common reg cell</td><td>sky130_fd_sc_hd__dfxtp_1</td></tr>
<tr><td>Number of warnings reported in the yosys synthesis log</td><td>12</td></tr>
<tr><td>Area of the mapped netlist</td><td>between 0.004 and 0.005 mm²</td></tr>
<tr><td>Cells in synth_stat.txt</td><td>approximately 440</td></tr>
<tr><td>Synth unique cells</td><td>around 56</td></tr>
<tr><td>Proportion of synthesized flip-flops having asynchronous set or reset</td><td>between 40% and 50%</td></tr>
<tr><td>Top cell type by total area after synthesis</td><td>sky130_fd_sc_hd__dfxtp_1</td></tr>
<tr><td>Top cells by area</td><td>sky130_fd_sc_hd__dfxtp_1 25%, sky130_fd_sc_hd__dfrtp_1 18%, sky130_fd_sc_hd__dfstp_2 11%</td></tr>
<tr><td>Synthesized instance count</td><td>about 440</td></tr>
<tr><td>Post-synth area from yosys stat</td><td>~0.0044 mm²</td></tr>
<tr><th colspan="2">Critical path</th></tr>
<tr><td>Arrival time of the worst setup path</td><td>about 2.3 ns</td></tr>
<tr><td>Setup Crit Path Kind</td><td>reg2reg</td></tr>
<tr><td>Crit path launch type</td><td>register</td></tr>
<tr><td>Data required time of the critical path</td><td>around 1.3 ns</td></tr>
<tr><td>Worst Path Max Fanout</td><td>6</td></tr>
<tr><td>Critical Path Sink Type</td><td>register</td></tr>
<tr><th colspan="2">Placement</th></tr>
<tr><td>Half-perimeter wire length after detailed placement</td><td>around 6.9 mm</td></tr>
<tr><td>Number of port buffers</td><td>37</td></tr>
<tr><td>Placer's final routability congestion estimate</td><td>~0.94</td></tr>
<tr><th colspan="2">Outcome</th></tr>
<tr><td>Run status</td><td>finished, violations left</td></tr>
<tr><td>Violated checks</td><td>hold timing, setup timing</td></tr>
<tr><th colspan="2">Die</th></tr>
<tr><td>Die Span X</td><td>between 90 and 100 µm</td></tr>
<tr><td>Area of the chip</td><td>between 0.009 and 0.01 mm²</td></tr>
<tr><td>I/O pin total</td><td>49</td></tr>
<tr><td># rows</td><td>33</td></tr>
<tr><td>Core outline area</td><td>around 0.0083 mm²</td></tr>
<tr><td>Pre-Place Util</td><td>52.5%</td></tr>
<tr><td>Die height</td><td>between 90 and 100 µm</td></tr>
<tr><th colspan="2">Power</th></tr>
<tr><td>Total power of the final layout</td><td>a little under 9 mW</td></tr>
<tr><td>Power density over the cells</td><td>approximately 1300 mW/mm²</td></tr>
<tr><td>Peak supply drop</td><td>slightly below 0.001 V</td></tr>
<tr><td>Lkg Pwr</td><td>2.79 nW</td></tr>
<tr><th colspan="2">Min path</th></tr>
<tr><td>Min-Delay Path Class</td><td>in2async</td></tr>
<tr><th colspan="2">Clock network</th></tr>
<tr><td>Clock-pin slew on the worst setup and hold paths</td><td>0.11 ns</td></tr>
<tr><td>Clock tree from TritonCTS</td><td>done</td></tr>
<tr><td>Sinks on the clock net</td><td>roughly 110</td></tr>
<tr><th colspan="2">Run</th></tr>
<tr><td>Number of warnings in the stage logs</td><td>roughly 42</td></tr>
<tr><td>Total of max-cap violations</td><td>0</td></tr>
</table>
layer usage:
layer / part of all wire, % / global-route usage (%)
met1: 44 / 37.8
met4: 1.2 / 4.35
met5: 0 / 0
met2: 50 / 40.0
met3: 4.6 / 4.95
logic make-up after synthesis:
logic type                 count (synthesis)  synth area share (%)
other                                      1                0.0857
muxes                                      4                  1.03
adders and majority gates                  8                  2.29
and+or+nand+nor                          153                  17.5
AOI/OAI and AO/OA                        105                  15.2
buffers and inverters                     43                  4.60
DFF                                      106                  55.3
xor gates and xnor gates                  20                  4.00
critical path: stages (launching register included):
cell and delay (ns):
sky130_fd_sc_hd__dfrtp_2 0.46, sky130_fd_sc_hd__ha_2 0.19, sky130_fd_sc_hd__nand4_1 0.17, sky130_fd_sc_hd__a311oi_1 0.31, sky130_fd_sc_hd__a21oi_1 0.09, sky130_fd_sc_hd__a2111oi_2 0.34
sky130_fd_sc_hd__or2_4 0.22, sky130_fd_sc_hd__buf_4 0.12, sky130_fd_sc_hd__nor2_1 0.04
flip-flops by register name, indices dropped and copies added, names as in the netlist, 3 cells and up:
register,flops
vga_data_1,24
vga_time_generator_instance.h_counter,12
vga_time_generator_instance.v_counter,12
vga_time_generator_instance.pixel_y,9
vga_b,8
vga_g,8
vga_r,8
vga_time_generator_instance.pixel_x,8
s_readdata,3
vga_pattern,3
final cells by class:
type,count,area [µm²],share of cell area [%]
flip-flops and latches,106,2440,37.9
multi-input cells,297,2230,34.6
repair buffers,171,1320,20.5
clock buffers,13,169,2.62
well taps,105,131,2.04
clock inverters,7,88.8,1.38
inverters,13,52.6,0.814
repair inverters,2,15.0,0.233
where the power goes:
group          switching (mW)  total, mW  leakage [nW]  internal (mW)
combinational           0.601       1.19          1.61          0.587
clock                    1.73       3.04         0.130           1.31
sequential             0.0811       4.43          1.05           4.35
total                    2.41       8.66          2.79           6.25
cell usage after synthesis (all sizes together), types with 9 or more instances:
cell type,count
a31oi,26
nor3,10
xor2,9
dfxtp,54
xnor2,11
nor2,56
a21oi,17
dfrtp,31
nand3,13
buf,18
nand2,26
inv,13
o21ai,33
dfstp,18
clkbuf,12
nand4,10
metrics by stage:
step / hold WS, ns / setup slack (ns) / area, µm² / cells
3_5_place_dp: 0.318 / -0.987 / 5750 / 672
2_1_floorplan: -0.0956 / -0.825 / 4560 / 445
3_3_place_gp: 0.313 / -0.952 / 5750 / 672
5_1_grt: -0.0179 / -1.12 / 6450 / 714
6_report: -0.0610 / -1.04 / 6450 / 714
4_1_cts: -0.0457 / -0.911 / 6190 / 705
worst paths after layout:
path,endpoint,cells after the start,start,slack [ns]
min,vga_time_generator_instance.v_counter[2],2,reset_n,-0.06
min in group clk1,vga_hs,0,vga_hs_1,0.34
max,vga_time_generator_instance.h_counter[9],8,vga_time_generator_instance.h_counter[4],-1.04
min in group clk0,s_readdata[1],4,reset_n,0.53
max reg2reg,vga_time_generator_instance.h_counter[9],8,vga_time_generator_instance.h_counter[4],-1.04
max in group asynchronous,vga_pattern[2],2,reset_n,0.47
max in group clk0,vga_g[7],1,vga_g[7],0
min reg2reg,vga_hs,0,vga_hs_1,0.34
timing repair:
action                                  4_1_cts  5_1_grt
cloned                                        1        2
hold endpoints to repair                     28       25
endpoints found under the setup margin      105      100
setup buffers                                13        8
gates resized                               144       45
pin swaps                                    20       19
Power is estimated from default activity; no workload was simulated.
